--- ./design.v ---
module top(
input logic clk,
input logic[12:0] raddr,
input logic[12:0] waddr,
input logic [0:0] din,
output logic [0:0] dout,
input logic reset);
memory #("patch_test/master/8kb1/init/init.mem", 1, 1, 8192) mem(
	.clk(clk), 
	.raddr(raddr), 
	.waddr(waddr), 
	.din(din), 
	.dout(dout), 
	.reset(reset));
endmodule
module memory #(
    parameter F_INIT="init.txt",
    parameter INIT_ISHEX = 1,
    parameter WID_MEM=1,
    parameter DEPTH_MEM=16384)    
    (input logic clk,
    input logic[12:0] raddr,
    input logic[12:0] waddr,
    input logic[WID_MEM-1:0] din,
    output logic[WID_MEM-1:0] dout,
    input logic reset);
    (* ram_style = "block" *) logic [WID_MEM-1:0] ram [0:DEPTH_MEM-1];
    if (INIT_ISHEX)
        initial $readmemh(F_INIT, ram);
    else
        initial $readmemb(F_INIT,ram);
    always_ff @(posedge clk) begin
        dout <= ram[raddr];
        ram[waddr]<= din; 
    end
endmodule
--- ./run.sh ---
#!/bin/bash
# OpenROAD 26Q1-2900-gdf79404cd8, Yosys 0.63+post, stock flow scripts
make -C /OpenROAD-flow-scripts/flow DESIGN_CONFIG=/design/flow/config.mk WORK_HOME=/design/flow/orfs finish
--- ./config.mk ---
export PLATFORM = sky130hd
export DESIGN_NAME = top
export DESIGN_NICKNAME = top
export VERILOG_FILES = /design/flow/design.v
export SDC_FILE = /design/flow/constraint.sdc
export NUM_CORES = 4
export LEC_CHECK = 1
export CORE_UTILIZATION = 50
export SYNTH_HDL_FRONTEND = slang
export SYNTH_MEMORY_MAX_BITS = 65536
--- ./constraint.sdc ---
current_design top

set clk_period 44.7
set clk_io_pct 0.2

create_clock -name clk0 -period $clk_period [get_ports {clk}]

set non_clock_inputs [all_inputs -no_clocks]
set_input_delay [expr $clk_period * $clk_io_pct] -clock clk0 $non_clock_inputs
set_output_delay [expr $clk_period * $clk_io_pct] -clock clk0 [all_outputs]
==> Slide: Implementation Results <==
Key Metrics from the Run

Final layout
  – Final Cell Area: 389000 um^2
  – Most used cells in the layout excluding fill and tap cells: sky130_fd_sc_hd__nor2_1 (8401), sky130_fd_sc_hd__edfxtp_1 (8192), sky130_fd_sc_hd__mux2i_1 (1567), sky130_fd_sc_hd__mux4_2 (1297), sky130_fd_sc_hd__buf_4 (1088)
  – Layout cell share with drive strength beyond 1: 0.152
  – Number of fill cells: 55287
  – Top logic cell by instance count in the layout: sky130_fd_sc_hd__nor2_1
  – Layout-stage area growth over the synthesis result: 10.1%
  – Utilization of the core after routing: 0.553
  – Post-route insts no fill: 34569

Logic synthesis
  – Multiplexer fraction of the synthesized cell area: 0.129
  – Primary flip-flop cell chosen by synthesis mapping: sky130_fd_sc_hd__edfxtp_1
  – XOR-XNOR Cells, Area Fraction: 0
  – Post-synth area from yosys stat: 354000 um^2
  – Warning count from the yosys run: 0
  – Area of the mapped netlist: 354000 um^2
  – Cells in synth_stat.txt: 25040
  – Post-synthesis share of cell area spent on and, or, nand and nor gates: 0.102
  – Register bit total from synthesis: 8193
  – Syn Area/Cell: 14.1 um^2
  – Cell variety after synth: 83
  – Synthesized-area fraction occupied by adder cells: 0
  – Synth async-reset ratio: 0
  – Largest family of logic cells by area: multiplexers
  – Share of the yosys chip area belonging to registers: 0.695
  – Number of instances in the synthesized netlist: 25040
  – Fraction of the mapped netlist area in compound gates: 0.0395
  – Post-synth tally of flip-flops with integrated enable: 8192

Routing
  – Via count of the routed design: 219216
  – WL met3: 258000 um
  – Via density per instance: 6.34
  – Initial DRC count: 19393
  – Met2 routed wirelength: 539000 um
  – Routed length on met1: 359000 um
  – Final wirelength: 1230000 um
  – Highest metal layer with signal wires: met5
  – Post-DR wirelength/cell: 35.7 um
  – Number of nets with antenna violations after routing: 0
  – Iteration count of the initial detailed-routing pass: 8
  – DRC violations left: 0

Worst setup path
  – Sum of buffers and inverters on the critical path: 11
  – Type of the worst setup path: in2reg
  – R2r setup slk: 39.77 ns
  – WP data required: 45.77 ns
  – CP startpoint kind: primary input
  – Signal arrival time at the worst endpoint: 18.26 ns
  – Worst path max stage delay: 0.77 ns
  – Largest delay contributor family on the critical path: buffers and inverters
  – Critical Path Fanout Max: 65
  – CP startpoint: raddr[0]
  – Cell type of the slowest stage on the worst timing path: sky130_fd_sc_hd__nor4_1
  – Launch point of the worst reg-to-reg path: mem.ram[595]
  – Cell-by-cell trace of the critical path: buf_16 -> buf_4 -> buf_12 -> buf_4 -> buf_4 -> buf_4 -> buf_4 -> buf_4 -> buf_4 -> mux2i_1 -> o221ai_1 -> o22ai_1 -> o211ai_1 -> o21ai_0 -> o31ai_1 -> buf_4 -> nand4_1 -> nor4_1 -> buf_4 -> a31oi_1 -> nand3_1
  – Most frequent CP cell: sky130_fd_sc_hd__buf_4
  – Kind of end point of the critical path: flop

Global routing
  – Global-route usage over all layers: 0.385
  – First-pass GRT wire length: 1710000 um
  – Number of global-route vias before repair: 222087
  – Initial antenna violation count: 101
  – Total grt overflow: 0
  – Pin count of the biggest net entering global routing: 205

Placement
  – Placed wire-length estimate after detailed placement: 720000 um
  – Number of placed cells counting well taps: 32908
  – Final weighted congestion in routability-driven placement: 0.913
  – Count of buffers inserted at the top-level ports: 28
  – DP Area: 364000 um^2
  – Setup Slack @ Placement: 26.45 ns

Run
  – Number of max-capacitance violations reported: 0
  – Number of OpenROAD warnings: 77

STA
  – Highest Clock Rate: 58.2 MHz
  – Sum of negative setup slack: 0 ns
  – Endpoints failing setup: 0
  – Final Max Tran Viols: 0
  – Setup Skew: 0.0950 ns
  – Clock period minus worst slack: 17.19 ns
  – Worst Tran Pin Value: 1.12 ns
  – PnR worst setup slack: 27.51 ns
  – Final Hold Violation Tally: 0
  – Final clock period utilization by the worst path: 0.385
  – Unrepaired setup endpoints after global routing: false
  – Slew Limit Headroom: 0.246

Die
  – Row count: 308
  – Die boundary height: 843 um
  – Die width: 843 um
  – I/O pin total: 30
  – Chip Area: 711000 um^2
  – Core area: 704000 um^2
  – Fp util: 0.502

Worst hold path
  – Worst min-delay path class: reg2reg
  – Worst Min Path Start: mem.ram[6423]

Power and ir drop
  – Ratio of total power to cell area: 40.9 nW/um^2
  – Max IR drop VDD: 0.0424 mV
  – Leakage power: 118 nW

Clocking
  – Total number of H-tree levels: 6
  – Max Buffers Root-to-Sink: 4
  – Master cell of the clock root buffer: sky130_fd_sc_hd__clkbuf_16
  – Post-CTS Setup Inserts: 0
  – Insertion delay at the late pin of the worst-skew pair: 1.21 ns
  – Clock buffers created by TritonCTS: 834
  – TritonCTS clock tree: done
  – CTS Hold Buffers Added: 0
  – Number of instances resized during post-cts repair: 0
  – Register clock-pin slew on the reported worst setup and hold paths: 0.06 ns
  – Total clock sinks: 8193

Status
  – Status: completed
[Yosys cell counts (75+ instances only)]
cell / count / share of area
sky130_fd_sc_hd__a211oi_1: 96 / 0.0020
sky130_fd_sc_hd__a21oi_1: 354 / 0.0050
sky130_fd_sc_hd__a31oi_1: 92 / 0.0016
sky130_fd_sc_hd__buf_1: 196 / 0.0021
sky130_fd_sc_hd__buf_2: 164 / 0.0023
sky130_fd_sc_hd__buf_4: 149 / 0.0032
sky130_fd_sc_hd__buf_6: 160 / 0.0051
sky130_fd_sc_hd__clkbuf_1: 1871 / 0.020
sky130_fd_sc_hd__edfxtp_1: 8192 / 0.70
sky130_fd_sc_hd__mux2i_1: 1567 / 0.044
sky130_fd_sc_hd__mux4_2: 1297 / 0.083
sky130_fd_sc_hd__nand2_1: 390 / 0.0041
sky130_fd_sc_hd__nand3_1: 75 / 0.0011
sky130_fd_sc_hd__nor2_1: 8426 / 0.089
sky130_fd_sc_hd__nor3_1: 177 / 0.0025
sky130_fd_sc_hd__o21ai_0: 220 / 0.0031
sky130_fd_sc_hd__o221ai_1: 497 / 0.012
sky130_fd_sc_hd__o22ai_1: 446 / 0.0079
[layout make-up]
| class | count | area, um^2 | share of cell area |
|---|---|---|---|
| Inverter | 7 | 48.8 | 0.000125 |
| Multi-Input combinational cell | 14258 | 96900 | 0.249 |
| Antenna cell | 148 | 370 | 0.000951 |
| Clock buffer | 1097 | 22100 | 0.0567 |
| Timing Repair Buffer | 1150 | 9180 | 0.0236 |
| Clock inverter | 416 | 3250 | 0.00834 |
| Tap cell | 9300 | 11600 | 0.0299 |
| Sequential cell | 8193 | 246000 | 0.632 |
[worst paths after layout]
check	cells after the start	to
max	21	mem.dout
min	7	mem.dout
max reg2reg	12	mem.dout
min reg2reg	7	mem.dout
[per-layer routing]
metal | vias up | global-route usage
li1 | 91261 | -
met1 | 109345 | 0.452
met2 | 15229 | 0.512
met3 | 3219 | 0.334
met4 | 162 | 0.173
met5 | - | 0.0357
[flip-flops by register name, summed over array words and instances, names as in the netlist]
| signal | cells |
|---|---|
| mem.dout | 1 |
| mem.ram | 8192 |
[power breakdown]
| part | switching [mW] | internal [mW] | total [mW] |
|---|---|---|---|
| Clock | 2.98 | 3.63 | 6.61 |
| Sequential | 0.000363 | 8.45 | 8.45 |
| Combinational | 0.614 | 0.243 | 0.857 |
| Total | 3.60 | 12.3 | 15.9 |
[worst min-delay path, delay by kind of cell (launching register included)]
family,cells,cell delay [ns]
flip-flops,1,0.32
multiplexers,1,0.09
AND/OR/NAND/NOR,3,0.56
AND-OR/OR-AND,3,0.55
[metrics by stage]
step	power, mW	hold slack, ns
CTS	15.9	1.63
global placement	9.45	1.63
floorplan	9.05	1.06
global route	16.3	1.84
finish	15.9	1.64
detailed placement	9.45	1.60
[cell families after synthesis]
group           after synthesis
compound gates             2024
buf+inv                    2589
flops                      8193
mux                        2919
simple gates               9315
No activity file was given, so power comes from the tool's default toggle rates.
